===== design.v =====
`timescale 1ns / 1ps
module RSS0 #(parameter N = 16)(
  input clk, we, rst,
  input              data_in,
  output reg [N-1:0] data_out
);
   wire signed[N-1:0] pre_dec_sum;
   wire signed[N-1:0] dec_out;
   wire signed [N-1:0] sum0;
   wire signed [N-1:0] sum1;
  reg [N-1:0] ff0; 
  reg [N-1:0] ff1;
  reg [N-1:0] ff2;
  reg [N-1:0] ff3; 
  reg [N-1:0] ff4;
  reg [N-1:0] ff5;
  reg [N-1:0] ff6; 
  reg [N-1:0] ff7;
  reg [N-1:0] ff8;
  reg [N-1:0] ff9; 
  reg [N-1:0] ff10;
  reg [N-1:0] ff11;
  reg [N-1:0] ff12; 
  reg [N-1:0] ff13;
  reg [N-1:0] ff14;
  reg [N-1:0] ff15; 
  reg [N-1:0] ff16;
  reg [N-1:0] ff17;
  reg [N-1:0] ff18; 
  reg [N-1:0] ff19;
  reg [N-1:0] ff20;
  reg [N-1:0] ff21; 
  reg [N-1:0] ff22;
  reg [N-1:0] ff23;
  reg [N-1:0] ff24; 
  reg [N-1:0] ff25;
  reg [N-1:0] ff26;
  reg [N-1:0] ff27; 
  reg [N-1:0] ff28;
  reg [N-1:0] ff29;
  reg [N-1:0] ff30; 
  reg [N-1:0] ff31;
  reg [N-1:0] ff32;
   wire [N-1 : 0] data_N_in;
   assign data_N_in = data_in;
   assign sum0 = data_N_in-ff31;
   assign sum1 = sum0+ff32;
  always @(posedge clk)
    begin
      if (rst) begin
        ff0 <= 0;
        ff1 <= 0;
        ff2 <= 0;
        ff3 <= 0;
        ff4 <= 0;
        ff5 <= 0;
        ff6 <= 0;
        ff7 <= 0;
        ff8 <= 0;
        ff9 <= 0;
        ff10 <= 0;
        ff11 <= 0;
        ff12 <= 0;
        ff13 <= 0;
        ff14 <= 0;
        ff15 <= 0;
        ff16 <= 0;
        ff17 <= 0;
        ff18 <= 0;
        ff19 <= 0;
        ff20 <= 0;
        ff21 <= 0;
        ff22 <= 0;
        ff23 <= 0;
        ff24 <= 0;
        ff25 <= 0;
        ff26 <= 0;
        ff27 <= 0;
        ff28 <= 0;
        ff29 <= 0;
        ff30 <= 0;
        ff31 <= 0;
        ff32 <= 0;
        data_out <= 0; 
      end
      else if (we) begin
        ff0 <= data_in;
        ff1 <= ff0;
        ff2 <= ff1;
        ff3 <= ff2;
        ff4 <= ff3;
        ff5 <= ff4;
        ff6 <= ff5;
        ff7 <= ff6;
        ff8 <= ff7;
        ff9 <= ff8;
        ff10 <= ff9;
        ff11 <= ff10;
        ff12 <= ff11;
        ff13 <= ff12;
        ff14 <= ff13;
        ff15 <= ff14;
        ff16 <= ff15;
        ff17 <= ff16;
        ff18 <= ff17;
        ff19 <= ff18;
        ff20 <= ff19;
        ff21 <= ff20;
        ff22 <= ff21;
        ff23 <= ff22;
        ff24 <= ff23;
        ff25 <= ff24;
        ff26 <= ff25;
        ff27 <= ff26;
        ff28 <= ff27;
        ff29 <= ff28;
        ff30 <= ff29;
        ff31 <= ff30;
        ff32 <= sum1;
        data_out <= dec_out;  
      end
    end
     DEC dec(clk,we,rst,sum1,dec_out);
endmodule
module PRE_DEC#(parameter N=16)(
  				input[N-1:0] data_in,
  				input rst,clk,we,Ctrl,
  				output reg[N-1:0] data_out);
  wire [N-1:0] sum;
  wire[N-1:0] mux_o;
  wire[N-1:0] ff_to_sum;
  assign mux_o = (Ctrl) ? 0:data_in;  
  assign sum = data_in+ff_to_sum;	  
  always @(posedge clk)
    begin
      if (rst) begin
        data_out <= 0; 
      end
      else if (we) begin
        data_out <= sum;  
      end
   end
  FF ff(mux_o,rst,clk,we,ff_to_sum);
endmodule
module FF#(parameter N=16)(
  	input[N-1:0] data_i,
	input rst,clk,we,
  	output reg[N-1:0] Q);
  always @(posedge clk)  
	begin
      if(rst) Q<=0;  
         else if(we)
			Q<=data_i;
	end
endmodule
module DEC #(parameter N=16, parameter R=10)(
input clk, we, rst,
input [N-1:0] data_in,
output reg [N-1:0] data_out);
 reg [3:0] local_counter = 0;  
  always @(posedge clk)
     begin
       if (rst) begin
         data_out <= 0;
         local_counter <= 0;
       end
       else begin
            if(we) begin
              if (data_in >= 0 || data_in <= 0) begin
             		local_counter <= local_counter + 1;               
                if (local_counter == R) begin
                      data_out <= data_in;  
                      local_counter <= 1;   
                   end  
                end
             end
   		end   
  end
endmodule 

===== run.sh =====
#!/bin/bash
# OpenROAD 26Q1-2900-gdf79404cd8, Yosys 0.63+post, stock flow scripts
make -C /OpenROAD-flow-scripts/flow DESIGN_CONFIG=/design/flow/config.mk WORK_HOME=/design/flow/orfs finish

===== config.mk =====
export PLATFORM = sky130hd
export DESIGN_NAME = PRE_DEC
export DESIGN_NICKNAME = PRE_DEC
export VERILOG_FILES = /design/flow/design.v
export SDC_FILE = /design/flow/constraint.sdc
export NUM_CORES = 4
export LEC_CHECK = 1
export CORE_UTILIZATION = 40

===== constraint.sdc =====
current_design PRE_DEC

set clk_period 6.8
set clk_io_pct 0.2

create_clock -name clk0 -period $clk_period [get_ports {clk}]

set non_clock_inputs [all_inputs -no_clocks]
set_input_delay [expr $clk_period * $clk_io_pct] -clock clk0 $non_clock_inputs
set_output_delay [expr $clk_period * $clk_io_pct] -clock clk0 [all_outputs]

==> flow_summary.json <==
{
  "yosys.stat.seqShare_pct": 35.8,
  "grt_pass1_wl_um": 6250,
  "final_core_util_pct": 54.6,
  "post-cts-setup-buffer-count": 0,
  "timing.rr.start": "ff.Q[0]",
  "crit_path_top_delay_cell": "clkdlybuf4s50_1",
  "relSlewSlack_pct": 49.7,
  "drive_gt1_share_pct": 5.81,
  "drt_iter0_drc": 96,
  "postRouteWirelength_um": 3840,
  "initial_core_util_pct": 43.1,
  "hpwl_um": 2790,
  "gp_congestion": 0.873,
  "synth.distinct_cells": 41,
  "finalWorstSetupSlack_ps": 3370,
  "cts_buffers": 5,
  "worstSkewPairLatency_ps": 280,
  "final_max_slew_viol_count": 0,
  "first_pass_iters": 4,
  "fin_skew_ps": 1.61,
  "drc": 0,
  "num_vias": 1548,
  "status": "finished clean",
  "hp-start": "data_out[13]",
  "drv_cap": 0,
  "period_needed_ps": 3430,
  "lay_top_count": "clkdlybuf4s50_1",
  "p_leak_nw": 0.962,
  "r2r_cells": 8,
  "lay_top_cells": "clkdlybuf4s50_1, dfxtp_1, nor2_1",
  "netlist_instances": 205,
  "cp-start-kind": "input port",
  "antenna_found_initial": 0,
  "netlist_area_sq_um": 1790,
  "clockBufferDepth": 2,
  "setup_violations": 0,
  "coreArea_sq_um": 4140,
  "crit_path_max_fanout": 23,
  "ys_ff": 32,
  "final_antenna_net_count": 0,
  "ys_sh_simple_pct": 15.9,
  "netlist_logic_family_top": "AND-OR/OR-AND gates",
  "diodes": 0,
  "crit_type": "in -> reg",
  "area_growth_pct": 26.6,
  "vdd_drop_max_uv": 173,
  "synth_area_leader_cell": "dfxtp_1",
  "clk_pin_slew_ps": 60,
  "ios": 36,
  "synth.yosys.warnings": 2,
  "fp.dieH_um": 68.9,
  "io_buffers": 35,
  "groute.usage.overall_pct": 17.9,
  "wl_per_cell_um": 13.2,
  "warnings": 25,
  "fin_crit_sh_pct": 50.4,
  "aoi_share_pct": 23.4,
  "htreeDepth": 2,
  "yosysTopAreaCellShare_pct": 35.8,
  "min_to": "data_out[13]",
  "via_per_inst": 5.32,
  "rows": 23,
  "worstPathRequired_ps": 7010,
  "cts_root_buf": "clkbuf_8",
  "die_area_sq_um": 4740,
  "hold_ws_ps": 460,
  "yosys_cells": 205,
  "clock-sinks": 32,
  "cts_tree": "built",
  "p_per_area_nw_per_um2": 209,
  "grt_pass1_vias": 1372,
  "synthMuxAreaShare_pct": 3.92,
  "cts_resized": 0,
  "grt_overflow": 0,
  "ys_chip_area_sq_um": 1790,
  "worst_pin_slew_ps": 752,
  "placed_area_sq_um": 2160,
  "ctsHoldBuffers": 0,
  "hold_viol": 0,
  "grt_max_degree": 32,
  "synth_area_per_cell_sq_um": 8.72,
  "end_kind": "flop",
  "yosys-top-cells-area": "dfxtp_1, ha_1, nor2_1, a22oi_1, a21oi_1",
  "worstPathCellList": "clkdlybuf4s50_1 > inv_1 > or3_2 > a31oi_1",
  "setup_tns_ps": 0,
  "fp.dieW_um": 68.9,
  "xor_share_pct": 5.39,
  "r2r_slack_ps": 4810,
  "cp.arrival_ps": 3640,
  "rsz0062_at_grt": "no",
  "critPathMaxStageDelay_ps": 960,
  "hp-class": "reg -> reg",
  "timing.rr.end": "data_out[10]",
  "dp_slack_ps": 3060,
  "design_area_sq_um": 2260,
  "min_path_cells": 2,
  "max_freq_mhz": 292,
  "synth-adder-area-share_pct": 11.6
}
[routing by layer]
| layer | vias to the layer above | global-route usage [%] | routed length, um |
|---|---|---|---|
| li1 | 814 | - | - |
| met1 | 679 | 28.3 | 1950 |
| met2 | 49 | 25.7 | 1560 |
| met3 | 6 | 4.00 | 269 |
| met4 | 0 | 2.81 | 59 |
| met5 | - | 0 | 0 |
[power breakdown]
group / switching, W / internal, W
registers: 0.00000585 / 0.000199
logic: 0.0000429 / 0.0000500
clock network: 0.0000676 / 0.000109
total: 0.000116 / 0.000358
[cell usage after synthesis, drive strengths merged]
cell type  number
mux2i           7
nand4           3
a21o            5
o22ai           3
xnor2           6
a21boi          2
nand2          15
and3            2
nor2           31
a211o           1
nand3           5
a2111o          1
nand2b          3
ha             15
dfxtp          32
fa              1
inv             3
clkbuf          2
a22oi          15
xor2            5
a221o           1
buf             7
a31oi           4
o21ai          10
a211oi          2
nor3b           1
or3             1
o21a            1
o211ai          2
and2            3
a21oi          15
o21bai          1
[worst max-delay path: cells and delay by family]
kind	cells	cell delay, ps
simple gates	1	600
buf+inv	2	1530
compound gates	1	160
[final cells by class]
class,count,area (sq um)
Fill cell,372,1880
Tap cell,50,62.6
Multi-Input combinational cell,161,1080
Inverter,3,11.3
Clock inverter,2,35.0
Sequential cell,32,641
Timing Repair Buffer,37,365
Clock buffer,6,72.6
[flip-flops by register name, summed over array words and instances (netlist names)]
register  count
data_out     16
ff.Q         16
[through the flow]
stage / power, W / std cells
2_1_floorplan: 0.000263 / 205
3_3_place_gp: 0.000301 / 283
3_5_place_dp: 0.000302 / 283
4_1_cts: 0.000481 / 291
5_1_grt: 0.000505 / 291
6_report: 0.000474 / 291
[cells by family after synthesis]
logic type      Yosys count
buf+inv                  12
flops                    32
mux                       7
simple gates             64
fa+ha+maj                16
xor+xnor                 11
compound gates           63
[worst max-delay path by stage]
stage | start | endpoint | slack, ps | cells past startpoint
CTS | we | data_out[7] | 3340 | 4
global route | we | ff.Q[15] | 3240 | 6
finish | we | data_out[7] | 3370 | 4
Power and IR drop assume default switching activity.
